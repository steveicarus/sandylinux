===== flow/config.mk =====
export PLATFORM = sky130hd
export DESIGN_NAME = debounce
export DESIGN_NICKNAME = debounce
export VERILOG_FILES = /design/flow/design.v
export SDC_FILE = /design/flow/constraint.sdc
export NUM_CORES = 4
export LEC_CHECK = 1
export CORE_AREA = 10 10 95 95
export DIE_AREA = 0 0 105 105

===== flow/constraint.sdc =====
current_design debounce

set clk_period 4.1
set clk_io_pct 0.2

create_clock -name clk0 -period $clk_period [get_ports {CLOCK}]

set non_clock_inputs [all_inputs -no_clocks]
set_input_delay [expr $clk_period * $clk_io_pct] -clock clk0 $non_clock_inputs
set_output_delay [expr $clk_period * $clk_io_pct] -clock clk0 [all_outputs]

===== flow/design.v =====
`default_nettype none
`timescale 1ps/1ps
module debounce
  #(parameter bounce_filter = 100000
     )
   (input wire CLOCK,
    input wire RESET,
    input wire SIGNAL_IN,
    output reg SIGNAL_OUT
     );
   reg 	       signal_in2;
   always @(posedge CLOCK)
     signal_in2 <= SIGNAL_IN;
   localparam BOUNCE_FILTER_BITS = $clog2(bounce_filter);
   reg [BOUNCE_FILTER_BITS : 0] filter;
   always @(posedge CLOCK)
     if (RESET) begin
	SIGNAL_OUT <= 1'b0;
	filter     <= bounce_filter;
     end else if (signal_in2 == SIGNAL_OUT) begin
	filter     <= bounce_filter;
     end else if (filter[BOUNCE_FILTER_BITS]) begin
	SIGNAL_OUT <= signal_in2;
	filter     <= bounce_filter;
     end else begin
	filter     <= filter - 1;
     end
endmodule  

===== flow/run.sh =====
#!/bin/bash
# OpenROAD 26Q1-2900-gdf79404cd8, Yosys 0.63+post, stock flow scripts
make -C /OpenROAD-flow-scripts/flow DESIGN_CONFIG=/design/flow/config.mk WORK_HOME=/design/flow/orfs finish

==> flow_summary.toml <==
# physical design summary
[run_status]
status = "complete, no violations"

[floorplan]
core_um2 = 6910
die_x_um = 105
die_area_um2 = 11000
fp_util_pct = 12.6
io_pins = 4
rows = 30
die_height_um = 105

[synthesis]
yosysChipArea_um2 = 868
ys_cells = 90
synth-warning-count = 1
synthTopCellsByCount = "dfxtp_1, nor2_1, xnor2_1"
async_flop_share_pct = 0
synth_top_cell_by_count = "dfxtp_1"
avgSynthCellArea_um2 = 9.65
edf_count = 0
synthAoiAreaFrac_pct = 5.62
yosysTopAreaCellShare_pct = 46.1
mux_share_pct = 1.15
largest_area_cell = "dfxtp_1"
syn_area_um2 = 868
synthSimpleGateAreaFrac_pct = 32.0
synth_seq_share_pct = 46.1
synthTopCellsByArea = "dfxtp_1, xnor2_1, nor2_1"
ys_types = 23
ys_ff = 20
synthAdderAreaFrac_pct = 1.44
xor_share_pct = 11.1
top_logic_kind = "simple AND/OR/NAND/NOR gates"
synth_cells = 90
ys.flop_type = "dfxtp_1"

[detailed_routing]
drt_first_pass_iters = 4
wire_per_inst_um = 7.26
drt-total-wl_um = 1380
vias = 610
drc_errors = 0
via_per_inst = 3.21
initialDrtViolationCount = 27
antennaDiodeCount = 0
ant_nets = 0

[cells_and_area]
syn_to_final_growth_pct = 20.3
layout-drive-gt1-share_pct = 8.51
fillers = 781

[placement]
post-place-ws_ns = 1.89
portBuffers = 3
gp_congestion = 0.734
dp_hpwl_um = 1020

[global_route]
grt_overflow_total = 0
grt_max_degree = 13
grt_use_total_pct = 2.64
first_global_vias = 571
antenna_found_initial = 0
grt_pass1_wl_um = 2570

[min_path]
min_from = "filter[16]$_SDFF_PP1_"
hold_path_class = "register to register"

[power_and_ir_drop]
p_sw_uw = 83.2
switching_share_pct = 23.0
p_leak_uw = 0.000314
p_clk_share_pct = 33.6
vdd.ir_drop.worst_mv = 0.0889
p_seq_share_pct = 56.9
powerDensity_nw_per_um2 = 346
p_int_uw = 278
comb_power_share_pct = 9.5

[sta]
setup_ws_ns = 2.12
min_period_ns = 1.98
tns_ns = 0
fin_skew_ns = 0.00216
finalSetupViolCount = 0
timing.fmax_ghz = 0.505
worstMarginPinSlew_ns = 0.646
drv_slew = 0
whs_ns = 0.453
rsz0062_at_grt = "no"
slew_headroom_pct = 56.5
hold_viol = 0
period_used_pct = 48.3

[setup_path]
startpoint = "filter[0]$_SDFF_PP0_"
cp.arrival_ns = 2.10
r2r_start = "filter[0]$_SDFF_PP0_"
cp-start-kind = "register"
critPathMaxFanout = 8
critPathKind = "register to register"
worst_ep_required_time_ns = 4.22
cp-end-kind = "register"

[clock_network]
clockBufferDepth = 2
cts_made_buffers = 3
clock_sinks = 20
root_buffer = "clkbuf_8"
ctsHoldBuffers = 0
insertion_delay_ns = 0.25
htree_levels = 1
cts.clk_slew.worst_paths_ns = 0.07
cts_resized = 0
cts_setup_buffers = 0
cts_tree = "done"

[job]
warnings = 25
drv_cap = 0
-- cells in the final DEF (no fill, tap or decap), types with 2 or more instances in the layout --
cell	count
dfxtp_1	20
nor4_1	3
nand2_1	7
clkbuf_8	3
a21oi_1	5
clkdlybuf4s50_1	3
nor4_4	2
or4_4	2
nand4_1	2
nand3_1	2
xor2_1	3
nor2_1	13
or3_1	3
o21ai_0	3
nor3_1	5
and3_1	3
inv_1	2
xnor2_1	8
-- worst max-delay path, cell delays in order, from the launching register on --
cell     delay (ns)
dfxtp_1        0.33
inv_1          0.06
ha_1           0.22
or4b_1         0.68
nor4_4         0.35
xnor2_1        0.14
nand2_1        0.06
-- final cells by class --
cell class / count / area, um2 / area share, %
flip-flops and latches: 20 / 400 / 38.3
repair buffers: 3 / 30.0 / 2.87
well taps: 96 / 120 / 11.5
multi-input cells: 66 / 445 / 42.6
inverters: 2 / 7.51 / 0.719
clock buffers: 3 / 41.3 / 3.95
-- metrics by stage --
stage	cells	cell area, um2	power (uW)	util, %
5_1_grt	190	1040	381	15.1
2_1_floorplan	90	868	240	-
6_report	190	1040	361	15.1
3_5_place_dp	187	1000	244	14.5
4_1_cts	190	1040	368	15.1
3_3_place_gp	187	1000	244	14.5
-- cells by family (layout without fill, tap and decap cells) --
family / Yosys count / in the layout
simple gates: 44 / 44
flops: 20 / 20
xor+xnor: 11 / 11
compound gates: 9 / 9
buf+inv: 4 / 8
fa+ha+maj: 1 / 1
mux: 1 / 1
-- sequential cells by signal, summed over array words and instances, names as in the netlist --
signal	flops
signal_in2	1
SIGNAL_OUT	1
filter	18
-- metal layers --
layer  vias to the layer above  part of all wire (%)  global-route usage, %  wire [um]
met5                         -                     0                      0          0
met3                         2                   4.9                  0.807         67
met1                       275                    52                   3.71        712
li1                        327                     -                      -          -
met4                         0                  0.36                  0.392          5
met2                         6                    43                   3.96        594
-- path summary, 6_finish.rpt --
path | end | slack (ns) | cells past startpoint
worst min-delay path | filter[17]$_SDFF_PP0_ | 0.45 | 1
worst max-delay path | filter[16]$_SDFF_PP1_ | 2.12 | 6
worst max register to register | filter[16]$_SDFF_PP1_ | 2.12 | 6
worst min register to register | filter[17]$_SDFF_PP0_ | 0.45 | 1
-- power groups by stage --
stage	Clock [uW]	Sequential (uW)	Combinational [uW]
finish	121	206	34.3
global route	135	206	39.0
CTS	128	206	34.6
No activity file was given, so power comes from the tool's default toggle rates.
