**flow/run.sh**
```bash
#!/bin/bash
# OpenROAD 26Q1-2900-gdf79404cd8, Yosys 0.63+post, stock flow scripts
make -C /OpenROAD-flow-scripts/flow DESIGN_CONFIG=/design/flow/config.mk WORK_HOME=/design/flow/orfs finish
```
**flow/design.v**
```verilog
`default_nettype none
`timescale 1ps/1ps
module pulse_width
  #(parameter CLOCK_DIVIDER = 50000
     )
   (input wire  CLOCK,
    input wire 	RESET,
    input wire [3:0] WIDTH,
    output reg 	PULSE
     );
   localparam             CLOCK_DIV_BITS = $clog2(CLOCK_DIVIDER);
   reg [CLOCK_DIV_BITS:0] clock_counter;
   reg [3:0] 		  clock_phase;
   always @(posedge CLOCK)
     if (RESET) begin
	clock_counter <= CLOCK_DIVIDER - 1;
	clock_phase   <= 1'b0;
     end else if (clock_counter[CLOCK_DIV_BITS]) begin
	clock_phase   <= clock_phase + 1;
	clock_counter <= CLOCK_DIVIDER - 1;
     end else begin
	clock_counter <= clock_counter - 1;
     end
   always @(posedge CLOCK)
     if (clock_phase < WIDTH)
       PULSE <= 1'b1;
     else
       PULSE <= 1'b0;
endmodule  
```
**flow/constraint.sdc**
```tcl
current_design pulse_width

set clk_period 4.3
set clk_io_pct 0.2

create_clock -name clk0 -period $clk_period [get_ports {CLOCK}]

set non_clock_inputs [all_inputs -no_clocks]
set_input_delay [expr $clk_period * $clk_io_pct] -clock clk0 $non_clock_inputs
set_output_delay [expr $clk_period * $clk_io_pct] -clock clk0 [all_outputs]
```
**flow/config.mk**
```make
export PLATFORM = sky130hd
export DESIGN_NAME = pulse_width
export DESIGN_NICKNAME = pulse_width
export VERILOG_FILES = /design/flow/design.v
export SDC_FILE = /design/flow/constraint.sdc
export NUM_CORES = 4
export LEC_CHECK = 1
export CORE_AREA = 10 10 100 100
export DIE_AREA = 0 0 110 110
```
==> impl_metrics.toml <==
# flow metrics
[outcome]
status = "complete, no violations"

[routing]
num_vias = 685
antenna_cells = 0
drt-initial-drc-count = 36
wl_per_cell_um = 7.65
drc = 0
vias_per_cell = 3.19
ant_nets = 0
routed_wl_um = 1650
drt_pre_antenna_iters = 3

[final_timing]
final.setup.worst_slack_ns = 2.20
rsz0062_at_grt = "no"
tightest_slew_ns = 0.725
period_used_pct = 48.8
setup_viol = 0
min_period_ns = 2.10
tns_ns = 0
slew_violations = 0
slew_headroom_pct = 51.5
max_freq_mhz = 476
finalClockSkew_ns = 0.00902
hold_violations = 0

[grt]
grt_antenna_before_repair = 0
grt_pass1_vias = 653
grt_first_pass_wirelength_um = 2900
grt_use_total_pct = 2.93
grt_max_degree = 14
overflow = 0

[setup_path]
crit_path_start_kind = "input port"
cp.required_ns = 4.51
cp_max_fo = 8
cp.arrival_ns = 2.31
critPathCaptureType = "flop"
path_class = "in2reg"
ff2ff_setup_slack_ns = 2.52

[synth]
yosys_warnings = 1
yosys_area_sq_um = 1000
syn_inst = 106
synth_area_sq_um = 1000
ys_seq_share_pct = 43.8
synth_flop_count = 22
yosys-top-cells-area = "dfxtp_1 (44%), ha_1 (6.2%), xnor2_1 (6.1%)"
yosysUniqueCellTypes = 29
yosys.area.top_type = "dfxtp_1"
top_cell_area_share_pct = 43.8
ys_cells = 106
synth.avg_cell_area_sq_um = 9.48

[power_and_ir_drop]
ir_drop_uv = 126
seqPwrFrac_pct = 50.4
p_comb_share_pct = 3.9
swShare_pct = 18.1
clkPwrFrac_pct = 45.8
power_switching_uw = 75.0
p_leak_uw = 0.000439
pwr_density_cell_nw_per_um2 = 333
power_uw = 414
internal-power_uw = 339

[clock_tree]
tritoncts = "done"
clk_pin_slew_worst_paths_ns = 0.08
clock_latency_ns = 0.26
clk_path_buf_depth = 2
cts-htree-levels = 1
cts.sinks = 22
hold_buffers = 0
cts_setup_buffers = 0
clockRootBuffer = "clkbuf_8"
ctsResizeCount = 0
cts_buffers = 3

[floorplanning]
rows = 32
fp_util_pct = 12.9
die_area_sq_um = 12100
die_w_um = 110
pin_count = 7
core-area_sq_um = 7810
die_h_um = 110

[layout]
synthToLayoutAreaGrowth_pct = 23.9
fin_cells = 215
lay_top_count = "dfxtp_1"
design_area_sq_um = 1240
lay_top_cells = "dfxtp_1 (22), nor2_1 (14), nand2_1 (12)"
layout-drive-gt1-share_pct = 10.6

[placement]
dpl_worst_slack_ns = 1.93
place_area_sq_um = 1170
io_buffers = 6
dpl.hpwl_um = 1220
place.gp.congestion = 0.786
dpl.cell_count = 211

[run]
cap_violations = 0
tool_warnings = 25

[hold_path]
min_path_type = "reg2reg"
==> power by group through the flow <==
stage,logic (uW),clock network [uW],registers [uW]
global route,18.5,204,209
finish,16.0,189,209
CTS,16.4,194,209
==> critical path, stage by stage <==
cell and delay (ns):
clkdlybuf4s50_1 0.49, or2_1 0.36, or4_1 0.53, nand2_1 0.07
==> flip-flops by register name (all words and copies together) (netlist names) <==
register       cells
PULSE              1
clock_phase        4
clock_counter     17
==> per-layer routing <==
layer	GRT usage, %	vias up	routed length [um]
met3	1.35	2	87
met2	4.11	6	661
met5	0	-	0
met4	0.558	0	30
met1	4.05	306	864
li1	-	371	-
==> synthesized netlist by cell type <==
cell type	n
a21oi_1	2
buf_6	1
nor2_1	14
or4_1	1
or3_1	3
nor3_1	3
nand2_1	12
xnor2_1	7
nand4_1	2
nor4b_2	1
dfxtp_1	22
nand3b_1	1
o211ai_1	1
or2_1	1
xor2_1	6
inv_1	5
nor3_2	2
nor4_4	1
ha_1	5
a21o_1	2
mux2i_1	1
nand2b_1	1
or4_4	2
nor4_1	1
clkbuf_1	2
nand3_1	3
o21ai_1	2
or4b_4	1
nor4_2	1
==> cell families after synthesis <==
group                    synth area share (%)
XOR/XNOR                                 11.3
adder cells (fa/ha/maj)                  6.23
buffers and inverters                    3.74
AND-OR/OR-AND                            4.23
AND/OR/NAND/NOR                          29.6
flip-flops                               43.8
multiplexers                            0.996
==> through the flow <==
stage,util (%),hold WS (ns)
2_1_floorplan,-,0.384
3_3_place_gp,15.0,0.397
3_5_place_dp,15.0,0.403
4_1_cts,15.9,0.427
5_1_grt,15.9,0.445
6_report,15.9,0.423
==> area by class of cell <==
| cell class | instances | area, sq um |
|---|---|---|
| flip-flops and latches | 22 | 440 |
| clock buffers | 3 | 41.3 |
| multi-input cells | 76 | 527 |
| well taps | 102 | 128 |
| fillers | 864 | 6560 |
| clock inverters | 1 | 30.0 |
| inverters | 5 | 18.8 |
| repair buffers | 6 | 60.1 |
==> path summary, 6_finish.rpt <==
kind	startpoint	endpoint	cells past startpoint
worst max register to register	clock_counter[0]$_SDFF_PP1_	clock_counter[14]$_SDFF_PP1_	6
worst max-delay path	RESET	clock_counter[13]$_SDFF_PP0_	4
worst min-delay path	clock_counter[0]$_SDFF_PP1_	clock_counter[0]$_SDFF_PP1_	1
worst min register to register	clock_counter[0]$_SDFF_PP1_	clock_counter[0]$_SDFF_PP1_	1
Power figures rest on the tool's default switching activity, not on a simulated workload.
